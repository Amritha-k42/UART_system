## flow/run.sh

```bash
#!/bin/bash
# OpenROAD 26Q1-2900-gdf79404cd8, Yosys 0.63+post, stock flow scripts
make -C /OpenROAD-flow-scripts/flow DESIGN_CONFIG=/design/flow/config.mk WORK_HOME=/design/flow/orfs finish
```

## flow/config.mk

```make
export PLATFORM = sky130hd
export DESIGN_NAME = uart_top
export DESIGN_NICKNAME = uart_top
export VERILOG_FILES = /design/flow/design.v
export SDC_FILE = /design/flow/constraint.sdc
export NUM_CORES = 4
export LEC_CHECK = 1
export CORE_UTILIZATION = 50
```

## flow/constraint.sdc

```tcl
current_design uart_top

set clk_period 3.2
set clk_io_pct 0.2

create_clock -name clk0 -period $clk_period [get_ports {clk}]

set non_clock_inputs [all_inputs -no_clocks]
set_input_delay [expr $clk_period * $clk_io_pct] -clock clk0 $non_clock_inputs
set_output_delay [expr $clk_period * $clk_io_pct] -clock clk0 [all_outputs]
```

## flow/design.v

```verilog
`timescale 1ns / 1ps
module baud_gen (
    input wire clk,
    input wire reset,
    output reg tick
);
    parameter CLK_FREQ = 50000000;   
    parameter BAUD_RATE = 9600;
    localparam COUNT_MAX = CLK_FREQ / BAUD_RATE;
    reg [31:0] count;
    always @(posedge clk or posedge reset) begin
        if (reset) begin
            count <= 0;
            tick <= 0;
        end else begin
            if (count >= COUNT_MAX) begin
                count <= 0;
                tick <= 1;
            end else begin
                count <= count + 1;
                tick <= 0;
            end
        end
    end
endmodule
module uart_rx (
    input wire clk,
    input wire reset,
    input wire rx,
    input wire baud_tick,
    output reg [7:0] data_out,
    output reg data_ready
);
reg [3:0] state;
reg [2:0] bit_index;
reg [7:0] rx_shift;
reg [3:0] sample_count;
localparam IDLE  = 0,
           START = 1,
           DATA  = 2,
           STOP  = 3;
always @(posedge clk or posedge reset) begin
    if (reset) begin
        state <= IDLE;
        bit_index <= 0;
        data_ready <= 0;
    end else if (baud_tick) begin
        case (state)
            IDLE: begin
                data_ready <= 0;
                if (~rx) state <= START;   
            end
            START: begin
                if (~rx) begin
                    state <= DATA;
                    bit_index <= 0;
                end else
                    state <= IDLE;
            end
            DATA: begin
                rx_shift[bit_index] <= rx;
                if (bit_index == 7)
                    state <= STOP;
                else
                    bit_index <= bit_index + 1;
            end
            STOP: begin
                if (rx) begin   
                    data_out <= rx_shift;
                    data_ready <= 1;
                end
                state <= IDLE;
            end
        endcase
    end
end
endmodule
module uart_top (
    input wire clk,
    input wire reset,
    input wire tx_start,
    input wire [7:0] tx_data,
    input wire rx,
    output wire tx,
    output wire [7:0] rx_data,
    output wire rx_ready,
    output wire tx_busy
);
wire baud_tick;
baud_gen bg (
    .clk(clk),
    .reset(reset),
    .tick(baud_tick)
);
uart_tx tx_mod (
    .clk(clk),
    .reset(reset),
    .tx_start(tx_start),
    .baud_tick(baud_tick),
    .data_in(tx_data),
    .tx(tx),
    .busy(tx_busy)
);
uart_rx rx_mod (
    .clk(clk),
    .reset(reset),
    .rx(rx),
    .baud_tick(baud_tick),
    .data_out(rx_data),
    .data_ready(rx_ready)
);
endmodule
module uart_tx (
    input wire clk,
    input wire reset,
    input wire tx_start,
    input wire baud_tick,
    input wire [7:0] data_in,
    output reg tx,
    output reg busy
);
reg [3:0] state;
reg [2:0] bit_index;
reg [7:0] tx_data;
localparam IDLE  = 0,
           START = 1,
           DATA  = 2,
           STOP  = 3;
always @(posedge clk or posedge reset) begin
    if (reset) begin
        state <= IDLE;
        tx <= 1;
        busy <= 0;
        bit_index <= 0;
    end else if (baud_tick) begin
        case (state)
            IDLE: begin
                tx <= 1;
                busy <= 0;
                if (tx_start) begin
                    tx_data <= data_in;
                    state <= START;
                    busy <= 1;
                end
            end
            START: begin
                tx <= 0;
                state <= DATA;
                bit_index <= 0;
            end
            DATA: begin
                tx <= tx_data[bit_index];
                if (bit_index == 7)
                    state <= STOP;
                else
                    bit_index <= bit_index + 1;
            end
            STOP: begin
                tx <= 1;
                state <= IDLE;
            end
        endcase
    end
end
endmodule
```

==> run notes <==
flow finished, numbers: status=completed, Final period util=62.0%, TritonCTS buffer count=9, Yosys Chip Area=2970 sq um, synth-to-layout area growth=19.6%, die area=6250 sq um, grt met3 use=5.37%, H-tree levels=3, RSZ-0062 raised after global routing=no, routed vias/inst=5.01, FMAX=0.504 GHz, clk sink count=74, slowest stage cell, crit path=dfrtp_1, share of layout cells above drive strength 1=9.76%, slew of the pin with the lowest slew margin=0.615 ns, Max Cap Viol=0, Core Region=5610 sq um, Worst VDD drop=0.000494 V, Finished Cell Area=3550 sq um, logic area=991 sq um, Synth async-reset ratio=67.6%, Worst-path clk slew=0.07 ns, crit path max fanout=8, ys flops=74, crit path launch type=register, Most Crowded Layer GR=met1, Cell Area, Synth=2970 sq um, initial antenna violation count=0, top cells, area=dfrtp_1 40%, edfxtp_1 24%, a22o_1 3.8%, nor2_1 3.5%, ha_1 3.4%, Slew Viols, Final=0, Root Buffer=clkbuf_8, Pwr Density=717 nW/um^2, met2 Resource Use GR=24.2%, largest net degree at the start of global routing=51, Synth area leader=dfrtp_1, Distinct cells, synth=31, crit path cell chain=inv_1 -> ha_1 -> xor2_1 -> nor4_1 -> mux2_2, Post-route DRC=0, Syn Inst Count=235, Final Hold Fails=0, Fin Clk Skew=0.00791 ns, area occupied by registers=1980 sq um, Die X=79.1 um, routed len/inst=12.4 um, router iterations before antenna repair=4, vias in the first global route=1722, # Cells Yosys=235, Row Count=27, Commonest cells post-synth=47 x dfrtp_1, 28 x nor2_1, 24 x edfxtp_1, via count=1800, syn_area_per_cell=12.6 sq um, setup_tns=0 ns, cts hold-fix bufs=0, port buffer count=22, main flop type after synthesis=dfrtp_1, global route total overflow=0, Worst Hold Class=register to register, setup bufs post-CTS=0, fill count=424, Chip Height=79.1 um, n_diodes=0, Worst Setup End Kind=register, Area after DPL=3330 sq um, Worst EP required=3.29 ns, tool warning count=30, Synth top area share=39.6%, Final Wtd Congestion=0.813, YS warnings=3, Total Wirelength=4.45 mm, number of I/O pins=23, Detail Route Antenna Nets=0, clk buf depth=2, LEAKAGE=0.00143 uW, Clock Latency Late Sink=0.34 ns, kind of critical path=register to register, met1 GRT Util=27.8%, Final setup viols=0, Slew Limit Headroom=59.0%, critical path arrival=2.07 ns, Resized cells post-CTS=0, DP HPWL=2.95 mm, DRT iter0 DRCs=52, count leader, synth=dfrtp_1, global-route wire length before repair=7.62 mm, Total GRT Usage=16.9%, fp util=52.9%, number of synthesized flops with an enable pin=24, Final min period=1.98 ns, register area share after synthesis=66.5%, CTS tree=built, Critical Path Max Stage Delay=0.48 ns
## layout by cell type (no fill, tap or decap), types with 2 or more instances in the layout
cell type         n
bufinv_16         2
nor3_1            5
nor4_1            6
clkdlybuf4s50_1  22
xor2_1            3
nand4_1           3
o21ai_0          11
mux2i_1           2
inv_1             9
a21oi_1           4
ha_1              8
conb_1           19
dfrtp_1          47
mux2_2            6
clkbuf_8         10
nand2_1          23
dfstp_2           3
nand3b_1          2
nor2_1           28
and3_1            3
a22o_1           13
o211ai_1          3
xnor2_1          10
nand3_1           9
edfxtp_1         24
## sequential cells by signal, indices dropped and copies added, names as in the netlist
signal / cells
rx_mod.state: 4
tx_mod.state: 4
tx_mod.tx_data: 8
tx_mod.bit_index: 3
rx_mod.rx_shift: 8
bg.count: 32
rx_mod.data_ready: 1
rx_mod.bit_index: 3
rx_mod.data_out: 8
tx_mod.busy: 1
bg.tick: 1
tx_mod.tx: 1
## per-stage QoR
stage	setup slack, ns	hold slack [ns]	util (%)	power, uW	instances
after floorplan	0.721	0.420	-	1630	253
after CTS	1.21	0.456	63.3	2570	359
after detailed placement	0.969	0.438	59.3	1780	343
final	1.22	0.453	63.3	2550	359
after global placement	0.985	0.436	59.3	1770	343
after global routing	1.04	0.471	63.3	2710	359
## critical path: cells and delay by family (launching register included)
kind,cells,cell delay [ns]
adders and majority gates,1,0.26
muxes,1,0.37
and+or+nand+nor,1,0.30
DFF,1,0.48
xor gates and xnor gates,1,0.22
buffers and inverters,1,0.12
## layout make-up
class / instances / area share [%]
tap: 72 / 2.54
multi-input combinational: 163 / 27.9
sequential: 74 / 55.6
clock inverter: 6 / 2.47
timing repair buffer: 23 / 6.41
inverter: 11 / 1.16
clock buffer: 10 / 3.88
## metal layers
layer  vias to the layer above  wire length [um]  share of wire (%)
met4                         0                78                1.8
li1                        907                 -                  -
met2                        33              2090                 47
met1                       851              2100                 47
met5                         -                 0                  0
met3                         9               180                4.0
## path summary, 6_finish.rpt
kind | startpoint | to | slack (ns) | depth (start not counted)
setup reg to reg | rx_mod.bit_index[0] | rx_mod.rx_shift[4] | 1.22 | 5
hold / removal | rx_mod.rx_shift[2] | rx_mod.data_out[2] | 0.45 | 0
hold reg to reg | rx_mod.rx_shift[2] | rx_mod.data_out[2] | 0.45 | 0
max in group asynchronous | reset | tx_mod.bit_index[2] | 1.95 | 3
min in group asynchronous | reset | rx_mod.data_ready | 0.82 | 3
setup / recovery | rx_mod.bit_index[0] | rx_mod.rx_shift[4] | 1.22 | 5
## report_power, final
group          switching (uW)  leakage, uW  internal, uW  total (uW)
sequential                115     0.000842          1110        1230
clock                     329     0.000113           462         790
combinational             248     0.000476           280         528
total                     692      0.00143          1850        2550
## kinds of logic after synthesis
kind of cell    count (synthesis)  synth area share [%]
other cells                     1                 0.126
buf+inv                        16                  2.36
flops                          74                  66.5
mux                             9                  3.71
simple gates                   79                  11.8
compound gates                 35                  8.22
xor+xnor                       13                  3.83
fa+ha+maj                       8                  3.37
Power figures rest on the tool's default switching activity, not on a simulated workload.
